## flow/config.mk

```make
export PLATFORM = sky130hd
export DESIGN_NAME = UART_receiver_multiple_Keys
export DESIGN_NICKNAME = UART_receiver_multiple_Keys
export VERILOG_FILES = /design/flow/design.v
export SDC_FILE = /design/flow/constraint.sdc
export NUM_CORES = 4
export LEC_CHECK = 1
export CORE_UTILIZATION = 50
```

## flow/constraint.sdc

```tcl
current_design UART_receiver_multiple_Keys

set clk_period 3.2
set clk_io_pct 0.2

create_clock -name clk0 -period $clk_period [get_ports {clk}]

set non_clock_inputs [all_inputs -no_clocks]
set_input_delay [expr $clk_period * $clk_io_pct] -clock clk0 $non_clock_inputs
set_output_delay [expr $clk_period * $clk_io_pct] -clock clk0 [all_outputs]
```

## flow/design.v

```verilog
module UART_receiver_multiple_Keys(
      input clk,  
      input uart_in,  
      output [7:0]out  
    );
	UART_receiver_switch #(8'h61) IN7 (clk, uart_in, out[7]);	 
	UART_receiver_switch #(8'h73) IN6 (clk, uart_in, out[6]);	 
	UART_receiver_switch #(8'h64) IN5 (clk, uart_in, out[5]);	 
	UART_receiver_switch #(8'h66) IN4 (clk, uart_in, out[4]);	 
	UART_receiver_switch #(8'h7a) IN3 (clk, uart_in, out[3]);	 
	UART_receiver_switch #(8'h78) IN2 (clk, uart_in, out[2]);	 
	UART_receiver_switch #(8'h63) IN1 (clk, uart_in, out[1]);	 
	UART_receiver_switch #(8'h76) IN0 (clk, uart_in, out[0]);	 
endmodule
`timescale 1ns / 1ps
    module UART_receiver_switch # (parameter key = 8'h61) ( 
      input clk,  
      input uart_in,  
      output out  
      );
      reg [3:0] bitcounter = 0;  
      reg [1:0] samplecounter = 0;  
      reg clear_bitcounter, inc_bitcounter, inc_samplecounter, clear_samplecounter;  
      reg [13:0] counter = 0;  
      reg state = 0;   
      reg nextstate;  
      reg shift;  
      reg [9:0] rxshiftreg;  
      reg output_reset = 0;  
      reg [31:0] time_counter = 0;  
      parameter clk_freq = 100_000_000;   
      parameter baud_rate = 9_600;  
      parameter oversamples = 4;  
      parameter reset_counter = clk_freq/(baud_rate*oversamples);   
      parameter counter_mid_sample = (oversamples/2);   
      parameter num_bit = 10;  
      parameter reset_high_seconds = 1;
      parameter reset_time_counter = clk_freq*reset_high_seconds;
      assign RxData = rxshiftreg [8:1];  
      assign out = output_reset;
      always @ (posedge clk) begin 
        counter <= counter +1;  
        if (counter >= reset_counter-1) begin  
          counter <=0;  
          state <= nextstate;  
          if (shift)rxshiftreg <= {uart_in,rxshiftreg[9:1]};  
          if (clear_samplecounter) samplecounter <=0;  
          if (inc_samplecounter) samplecounter <= samplecounter +1;  
          if (clear_bitcounter) bitcounter <=0;  
          if (inc_bitcounter)bitcounter <= bitcounter +1;  
        end
        if (rxshiftreg[8:1] == key) begin
           output_reset <= ~output_reset;
           rxshiftreg[8:1] <= 0;
           end 
      end
      always @ (posedge clk) begin  
        shift <= 0;  
        clear_samplecounter <=0;  
        inc_samplecounter <=0;  
        clear_bitcounter <=0;  
        inc_bitcounter <=0;  
        nextstate <=0;  
        case (state)
          0: begin  
            if (uart_in)  
              nextstate <=0;  
            else begin  
              nextstate <=1;  
              clear_bitcounter <=1;  
              clear_samplecounter <=1;  
            end
          end
          1: begin  
            nextstate <= 1;  
            if (samplecounter == counter_mid_sample - 1) shift <= 1;  
            if (samplecounter == oversamples - 1) begin  
              if (bitcounter == num_bit - 1)  
                nextstate <= 0;  
              inc_bitcounter <=1;  
              clear_samplecounter <=1;  
            end
            else inc_samplecounter <=1;  
          end
           default: nextstate <=0;  
         endcase
      end
    endmodule
```

## flow/run.sh

```bash
#!/bin/bash
# OpenROAD 26Q1-2900-gdf79404cd8, Yosys 0.63+post, stock flow scripts
make -C /OpenROAD-flow-scripts/flow DESIGN_CONFIG=/design/flow/config.mk WORK_HOME=/design/flow/orfs finish
```

==> results.txt <==
run metrics: fp_density=0.510, number of vias after detailed routing=6,834, count of inserted antenna diode cells=0, critical path required time=roughly 3.5 ns, synthesized area=11,600 um^2, WL per Instance=between 10 and 15 um, synthesized flop and latch total=about 300, worst vdd rail ir drop=0.475 mV, min setup slack post-route=1.11 ns, Layout fillers=1,874, Chip Footprint=23,800 um^2, total CTS buffers=31, reported leakage power=5.06 nW, total power density per cell area=between 800 and 900 nW/um^2, final setup skew=0.00921 ns, CTS tree=built, Peak Freq=~480 MHz, deepest clock path buffer count=3, number of DRC violations after detailed-routing iteration 0=233, yosys cell count=1,056, portion of the post-synthesis area used by sequential elements=0.574, cell count of the worst hold path=0, final-report setup violation count=0, GRT Overall Usage=0.149, Remaining Overflow, GRT=0, DPL Wire Length=10.0 mm, WL final=16.0 mm, crit path DAT=2.37 ns, post-synth tally of flip-flops with integrated enable=72, total number of H-tree levels=1, antenna violation net count after detailed routing=0, clk root buf=sky130_fd_sc_hd__clkbuf_16, number of search-and-repair iterations in the first detailed-routing pass=4, number of hold-slack violations in the final timing report=0, syn avg cell area=11.0 um^2, count of buffers from port buffering=9, slew at the pin closest to its max-slew limit=between 0.6 and 0.7 ns, type of origin of the critical path=flop, I/O pin count=10, count of synthesis-stage warnings from yosys=16, floorplan die height=roughly 150 um, number of distinct library cells after synthesis=60, clock tree sinks=296, post-synthesis async set-or-reset flop share=0, number of hold buffers added after cts=0, result of the run=complete, no violations, total cell area reported by yosys after synthesis=11,600 um^2, post-placement setup slack=1.09 ns, quantity of gates resized following cts=0, Layout Area Growth over Synthesis=12.5%, number of cells on the worst reg-to-reg path=6, vias in the first global route=6,577, Log Warnings=41, Setup Total Neg Slack=0 ns, final critical-path share of the clock period=0.653, number of antenna violations at the first check in global routing=0, number of buffers inserted to repair setup after CTS=0, Final Wtd Congestion=approximately 0.8, unrepaired setup endpoints after global routing=no, Crit Path Category=reg -> reg, count of max-cap constraint violations=0, Skew-Pair Late Insertion Delay=about 0.53 ns, Final Max Tran Viols=0, fraction of final layout cells sized beyond drive strength 1=0.0958, critical-path maximum fanout=15, count of unresolved DRC violations after routing=0, Clock transition at path regs=0.06 ns, first-pass GRT wire length=28.9 mm, headroom to the max-slew limit=0.543, instance tally after logic synthesis=1,056, class of the tightest hold or removal check=reg -> reg, Commonest flop=sky130_fd_sc_hd__dfxtp_1, core area=22,700 um^2, via-per-instance ratio=just under 5, FP Rows=~55, final worst path period need=2.09 ns, largest net degree at the start of global routing=25, endpoint type of the worst setup path=flop, Die Width=between 150 and 200 um
## cell families after synthesis
family                   after synthesis  synth area share
AND-OR/OR-AND                        102            0.0620
flip-flops                           296             0.574
other                                  1          0.000324
adder cells (fa/ha/maj)               40            0.0432
multiplexers                          43            0.0405
buffers and inverters                 76            0.0295
XOR/XNOR                              86            0.0650
AND/OR/NAND/NOR                      412             0.186
## cells in the mapped netlist (6+ instances only)
cell / number / area (um^2)
sky130_fd_sc_hd__a31oi_1: 9 / 56.3
sky130_fd_sc_hd__inv_1: 50 / 188
sky130_fd_sc_hd__xor2_1: 49 / 429
sky130_fd_sc_hd__o21ai_0: 21 / 105
sky130_fd_sc_hd__and3_1: 18 / 113
sky130_fd_sc_hd__dfxtp_1: 224 / 4480
sky130_fd_sc_hd__nand3_1: 36 / 180
sky130_fd_sc_hd__nor2_1: 140 / 526
sky130_fd_sc_hd__o21ai_1: 8 / 40.0
sky130_fd_sc_hd__and4_1: 7 / 61.3
sky130_fd_sc_hd__mux2_2: 30 / 338
sky130_fd_sc_hd__edfxtp_1: 72 / 2160
sky130_fd_sc_hd__o21a_1: 24 / 180
sky130_fd_sc_hd__or2_2: 9 / 56.3
sky130_fd_sc_hd__ha_1: 40 / 500
sky130_fd_sc_hd__nor2b_1: 64 / 400
sky130_fd_sc_hd__and2_1: 34 / 213
sky130_fd_sc_hd__a21oi_1: 9 / 45.0
sky130_fd_sc_hd__xnor2_1: 37 / 324
sky130_fd_sc_hd__nor4_1: 8 / 50.1
sky130_fd_sc_hd__clkbuf_1: 8 / 30.0
sky130_fd_sc_hd__buf_2: 6 / 30.0
sky130_fd_sc_hd__nand2_1: 53 / 199
sky130_fd_sc_hd__mux2i_1: 12 / 120
sky130_fd_sc_hd__buf_4: 9 / 67.6
## layout by cell type (no fill, tap or decap), drive strengths merged, types with 31 or more instances in the layout
cell type / instances
edfxtp: 72
nor2: 142
mux2: 31
ha: 40
and2: 35
clkbuf: 42
dfxtp: 224
inv: 52
nor2b: 64
nand2: 55
xnor2: 37
nand3: 36
xor2: 49
## final timing paths
check,start,to,slack (ns)
hold reg to reg,IN0.nextstate$_DFF_P_,IN0.state$_DFFE_PP_,0.40
hold / removal,IN0.nextstate$_DFF_P_,IN0.state$_DFFE_PP_,0.40
setup / recovery,IN2.counter[0]$_SDFF_PP0_,IN2.bitcounter[1]$_SDFFCE_PN0P_,1.11
setup reg to reg,IN2.counter[0]$_SDFF_PP0_,IN2.bitcounter[1]$_SDFFCE_PN0P_,1.11
## flip-flops by register name, indices dropped and copies added (netlist names), 9 cells and up
register	count
IN2.rxshiftreg	9
IN3.rxshiftreg	9
IN2.counter	14
IN4.counter	14
IN5.rxshiftreg	9
IN0.rxshiftreg	9
IN5.counter	14
IN4.rxshiftreg	9
IN7.rxshiftreg	9
IN1.rxshiftreg	9
IN6.counter	14
IN3.counter	14
IN0.counter	14
IN6.rxshiftreg	9
IN7.counter	14
IN1.counter	14
## worst max-delay path, cell delays in order, from the launching register on
cell and delay, ns:
sky130_fd_sc_hd__dfxtp_1 0.33, sky130_fd_sc_hd__ha_1 0.24, sky130_fd_sc_hd__o21a_1 0.19, sky130_fd_sc_hd__o21ai_0 0.33, sky130_fd_sc_hd__a21o_1 0.17, sky130_fd_sc_hd__nand2_1 0.31, sky130_fd_sc_hd__o21a_1 0.28
## power by group
part | switching [mW] | total [mW] | internal [mW]
combinational | 0.731 | 1.66 | 0.925
clock | 1.38 | 3.63 | 2.25
sequential | 0.517 | 5.35 | 4.84
## area by class of cell
| type | instances | area (um^2) | share of cell area |
|---|---|---|---|
| flip-flops and latches | 296 | 6650 | 0.510 |
| multi-input cells | 699 | 4660 | 0.357 |
| clock buffers | 42 | 888 | 0.0681 |
| well taps | 285 | 357 | 0.0273 |
| inverters | 51 | 191 | 0.0147 |
| clock inverters | 15 | 175 | 0.0134 |
| repair buffers | 14 | 128 | 0.00979 |
## through the flow
stage                     area [um^2]  power [mW]  hold slack (ns)  instances  utilization
after floorplan                 11600        6.72            0.386       1071            -
after global placement          12000        7.08            0.386       1345        0.527
after detailed placement        12000        7.09            0.389       1345        0.527
after CTS                       13000        10.8            0.401       1402        0.574
after global routing            13000        11.3            0.402       1402        0.574
final                           13000        10.6            0.398       1402        0.574
## routing by layer
metal  routed length [um]  vias to the layer above  track usage
met4                  385                        0       0.0314
met3                  506                       30       0.0251
met5                    0                        -            0
li1                     -                     3630            -
met2                 6490                       53        0.217
met1                 8600                     3121        0.251
No activity file was given, so power comes from the tool's default toggle rates.
